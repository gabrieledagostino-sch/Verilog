[flow/design.v]
module multiplier(z,a,b);
    output [7:0]z;
    input  [3:0]a;
    input  [3:0]b;
    wire [3:0] r0,r1,r2,r3;
    mul1b m0(r0, a, b[0]);
    mul1b m1(r1, a, b[1]);
    mul1b m2(r2, a, b[2]);
    mul1b m3(r3, a, b[3]);
    wire c1,c2,c3;
    wire [7:0] s1,s2;
    wire cout;
    adder88 sum0(
        c1,                                              
        s1,                                              
        {1'b0,1'b0,1'b0,1'b0,r0[3],r0[2],r0[1],r0[0]},   
        {1'b0,1'b0,1'b0,r1[3],r1[2],r1[1],r1[0],1'b0},   
        1'b0                                             
    );
    adder88 sum1(
        c2,
        s2,
        s1,
        {1'b0,1'b0,r2[3],r2[2],r2[1],r2[0],1'b0,1'b0},   
        c1
    );
    adder88 sum2(
        cout,
        z,
        s2,
        {1'b0,r3[3],r3[2],r3[1],r3[0],1'b0,1'b0,1'b0},   
        c2
    );
    assign z[7] = cout;
endmodule
module mul1b (z,a,b);
    output [3:0] z;
    input  [3:0] a;
    input        b;
    assign z[0] = a[0] & b;
    assign z[1] = a[1] & b;
    assign z[2] = a[2] & b;
    assign z[3] = a[3] & b;
endmodule
module fullAdder (cout,z , a, b, cin);
    output cout;
    output    z;
    input     a;
    input     b;
    input   cin;
    assign z     = (!cin && !a && b) || (!cin && a && !b) || (cin && !a && !b) || (cin && a && b);
    assign cout  = (a && b) || (b && cin) || (a && cin);
endmodule
module adder88(cout,z,x,y,cin);
    output      cout;
    output [7:0]z   ;
    input  [7:0]x   ;
    input  [7:0]y   ;
    input       cin ;
    wire a1,a2,a3,a4,a5,a6,a7;
    fullAdder fa0(a1,   z[0], x[0], y[0], cin);
    fullAdder fa1(a2,   z[1], x[1], y[1], a1 );
    fullAdder fa2(a3,   z[2], x[2], y[2], a2 );
    fullAdder fa3(a4,   z[3], x[3], y[3], a3 );
    fullAdder fa4(a5,   z[4], x[4], y[4], a4 );
    fullAdder fa5(a6,   z[5], x[5], y[5], a5 );
    fullAdder fa6(a7,   z[6], x[6], y[6], a6 );
    fullAdder fa7(cout, z[7], x[7], y[7], a7 );
endmodule
[flow/run.sh]
#!/bin/bash
# OpenROAD 26Q1-2900-gdf79404cd8, Yosys 0.63+post, stock flow scripts
make -C /OpenROAD-flow-scripts/flow DESIGN_CONFIG=/design/flow/config.mk WORK_HOME=/design/flow/orfs finish
[flow/config.mk]
export PLATFORM = sky130hd
export DESIGN_NAME = multiplier
export DESIGN_NICKNAME = multiplier
export VERILOG_FILES = /design/flow/design.v
export SDC_FILE = /design/flow/constraint.sdc
export NUM_CORES = 4
export LEC_CHECK = 1
export CORE_AREA = 10 10 70 70
export DIE_AREA = 0 0 80 80
[flow/constraint.sdc]
current_design multiplier

set clk_period 4.0
set clk_io_pct 0.2

create_clock -name clk0 -period $clk_period

set non_clock_inputs [all_inputs -no_clocks]
set_input_delay [expr $clk_period * $clk_io_pct] -clock clk0 $non_clock_inputs
set_output_delay [expr $clk_period * $clk_io_pct] -clock clk0 [all_outputs]
==> results_slide.txt <==
Key Metrics from the Run

Timing
  – Fin Setup TNS: -608 ps
  – Crit path time final: 4350 ps
  – Final Hold Violating Endpoints: 0
  – Final worst setup slack: -349 ps
  – Crit share post-route: 1.09
  – # setup viols final: 2
  – Pins Over Slew Limit: 0
  – Final hold slack: 2260 ps
  – RSZ-0062 raised after global routing: yes
  – Fmax: 230 MHz

Route
  – Post-route ant nets: 0
  – Residual DRC count: 0
  – 1st-pass router iterations: 1
  – Avg WL per Cell: 8.12 um
  – Vias post-DR: 420
  – Initial DRC count: 0
  – Met3 wire len: 89 um
  – Diodes inserted: 0
  – Final wirelength: 1030 um
  – Top layer in use: met3
  – Met2 wire len: 453 um
  – Vias/cell: 3.31
  – Metal-1 WL: 487 um

Job
  – Max_cap viols: 0
  – Log Warnings: 36

Placed design
  – RD Place Congestion: 0.768
  – DP HPWL: 938 um
  – Buffers on Ports: 15
  – Placed Instances: 124

Yosys
  – Netlist cell types: 18
  – Post-Synthesis Mean Instance Area: 7.81 sq um
  – Yosys cell count: 57
  – Yosys warns: 0
  – Post-synth seq share: 0
  – Yosys chip area: 445 sq um
  – Post-Syn Area: 445 sq um
  – Gate Count Post-Synth: 57

Die
  – Chip footprint: 6400 sq um
  – Row Count: 21
  – Num ports: 16
  – Core footprint: 3420 sq um
  – Die W: 80 um
  – Vert. Die Dim: 80 um
  – Fp_density: 0.130

Layout
  – Number of clock buffers in the layout: 0
  – Logic area: 443 sq um
  – Synth-to-Final Area Change: 76.1%
  – Fin cells: 127
  – Flip-flops: 0
  – Sequential Area: 0 sq um
  – Share of layout cells above drive strength 1: 0.543
  – # fillers: 381

Global route
  – Number of global-route vias before repair: 430
  – Initial antenna violation count: 0
  – Total grt overflow: 0
  – First-pass GRT wire length: 1840 um
  – GRT Overall Usage: 0.0336
  – Largest net degree at the start of global routing: 7

Worst setup path
  – Critical path buffer and inverter count: 4
  – Worst Path Arrival: 3550 ps
  – Worst path cell trace: buf_6, and2_4, ha_2, nand3_1, o21ai_2, buf_4, xnor2_2, maj3_2, maj3_2, fa_1, inv_2, fa_2, xnor2_2, xnor2_1, buf_2
  – Max incr delay on CP: 500 ps
  – CP top delay family: adder cells
  – Crit path DRT: 3200 ps
  – Slowest CP cell: fa_1
  – Worst-path fanout max: 3
  – Crit path launch type: primary input
  – Crit path kind: primary input to primary output
  – CP Capture Type: primary output

Pwr
  – VDD IR max: 49.1 uV
  – Pwr/cell area: 139 nW/um^2
  – P_leak: 0.359 nW
  – Tot Pwr: 109 uW

Clocking
  – Hold Buf Count CTS: 0

Outcome
  – Failing checks: setup timing
  – Status: complete, but fails checks

Hold path
  – Hold/Removal Path Class: primary input to primary output
==> path summary, 6_finish.rpt <==
check / slack, ps / depth (start not counted) / from / to
max: -350 / 15 / a[1] / z[6]
min: 2260 / 5 / a[3] / z[6]
==> tightest hold or removal path: cells and delay by family <==
family                    cells  cell delay (ps)
buffers and inverters         3              540
and+or+nand+nor               1               70
xor gates and xnor gates      1               60
==> cells in the final DEF (no fill, tap or decap), drive strengths merged <==
cell	n
a21oi	2
fa	2
clkdlybuf4s50	6
xor2	1
maj3	3
nand2	8
conb	1
clkbuf	1
inv	3
buf	23
o21ai	3
dlymetal6s2s	1
ha	5
nand3	2
dlygate4sd2	1
xnor2	10
and2	9
==> power breakdown <==
part	internal [mW]	switching, mW
registers	0	0
logic	0.0718	0.0376
clock network	0	0
==> metrics by stage <==
| step | utilization | instance area (sq um) | worst slack [ps] |
|---|---|---|---|
| after floorplan | - | 485 | -143 |
| after global placement | 0.216 | 738 | -1100 |
| after detailed placement | 0.216 | 738 | -1150 |
| after CTS | 0.225 | 768 | -435 |
| after global routing | 0.230 | 785 | -460 |
| final | 0.230 | 785 | -349 |
==> per-layer routing <==
layer,track usage,up-vias
met5,0,-
met4,0,0
met3,0.0114,0
met2,0.0546,10
met1,0.0446,190
li1,-,220
==> repair_timing <==
| action | 4_1_cts | 5_1_grt |
|---|---|---|
| resized | 33 | 6 |
| setup buffers | 3 | 0 |
| pin swaps | 13 | 5 |
| setup endpoints to repair | 3 | 3 |
| hold endpoints to repair | 0 | 0 |
==> logic make-up after synthesis <==
family	count (synthesis)	synth area share
buffers and inverters	11	0.160
AND-OR/OR-AND	5	0.0730
other	1	0.00842
AND/OR/NAND/NOR	19	0.225
adder cells (fa/ha/maj)	10	0.301
XOR/XNOR	11	0.233
==> cells in the mapped netlist, types with 2 or more instances <==
library cell | n | area, sq um
nand2_1 | 8 | 30.0
maj3_1 | 2 | 20.0
xnor2_1 | 9 | 78.8
and2_2 | 3 | 22.5
ha_1 | 5 | 62.6
and2_1 | 6 | 37.5
buf_4 | 8 | 60.1
inv_1 | 3 | 11.3
nand3_1 | 2 | 10.0
o21ai_0 | 2 | 10.0
fa_1 | 2 | 40.0
==> cell type report <==
cell class                      count  share of cell area
Tap cell                           46              0.0734
Timing Repair Buffer               32               0.348
Multi-Input combinational cell     46               0.565
Inverter                            3              0.0144
Power is estimated from default activity; no workload was simulated.

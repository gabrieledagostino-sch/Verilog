===== config.mk =====
export PLATFORM = sky130hd
export DESIGN_NAME = logicShift
export DESIGN_NICKNAME = logicShift
export VERILOG_FILES = /design/flow/design.v
export SDC_FILE = /design/flow/constraint.sdc
export NUM_CORES = 4
export LEC_CHECK = 1
export CORE_AREA = 10 10 70 70
export DIE_AREA = 0 0 80 80

===== constraint.sdc =====
current_design logicShift

set clk_period 1.5
set clk_io_pct 0.2

create_clock -name clk0 -period $clk_period

set non_clock_inputs [all_inputs -no_clocks]
set_input_delay [expr $clk_period * $clk_io_pct] -clock clk0 $non_clock_inputs
set_output_delay [expr $clk_period * $clk_io_pct] -clock clk0 [all_outputs]

===== design.v =====
module mux (z, a, b, c);
    parameter        N = 16;
    output    [N-1:0]z;
    input     [N-1:0]a;
    input     [N-1:0]b;
    input            c;
    assign z = c? b : a;
endmodule
module rotation(z,a,b);
    output [7:0]z;
    input  [7:0]a;
    input  [2:0]b;
    wire [7:0] w1 = {a[7],a[6],a[5],a[4],a[3],a[2],a[1],a[0]};     
    wire [7:0] w2 = {a[0],a[7],a[6],a[5],a[4],a[3],a[2],a[1]};     
    wire [7:0] w3 = {a[1],a[0],a[7],a[6],a[5],a[4],a[3],a[2]};     
    wire [7:0] w4 = {a[2],a[1],a[0],a[7],a[6],a[5],a[4],a[3]};     
    wire [7:0] w5 = {a[3],a[2],a[1],a[0],a[7],a[6],a[5],a[4]};     
    wire [7:0] w6 = {a[4],a[3],a[2],a[1],a[0],a[7],a[6],a[5]};     
    wire [7:0] w7 = {a[5],a[4],a[3],a[2],a[1],a[0],a[7],a[6]};     
    wire [7:0] w8 = {a[6],a[5],a[4],a[3],a[2],a[1],a[0],a[7]};     
    wire [7:0] z00x,z01x,z10x,z11x;
    wire [7:0] z0xx,z1xx;
    wire [7:0] zxxx;  
    mux #(8) m00x(z00x, w1,w2,b[0]), m01x(z01x,w3,w4,b[0]), m10x(z10x,w5,w6,b[0]), m11x(z11x,w7,w8,b[0]);
    mux #(8) m0xx(z0xx, z00x, z01x,b[1]), m1xx(z1xx, z10x, z11x,b[1]);
    mux #(8) mxxx(zxxx, z0xx, z1xx,b[2]);
    assign z = zxxx;
endmodule
module logicShift(z,a,b);
    output [7:0]z;
    input  [7:0]a;
    input  [2:0]b;
    wire [7:0] w1 = {a[7],a[6],a[5],a[4],a[3],a[2],a[1],a[0]};     
    wire [7:0] w2 = {1'b0,a[7],a[6],a[5],a[4],a[3],a[2],a[1]};     
    wire [7:0] w3 = {1'b0,1'b0,a[7],a[6],a[5],a[4],a[3],a[2]};     
    wire [7:0] w4 = {1'b0,1'b0,1'b0,a[7],a[6],a[5],a[4],a[3]};     
    wire [7:0] w5 = {1'b0,1'b0,1'b0,1'b0,a[7],a[6],a[5],a[4]};     
    wire [7:0] w6 = {1'b0,1'b0,1'b0,1'b0,1'b0,a[7],a[6],a[5]};     
    wire [7:0] w7 = {1'b0,1'b0,1'b0,1'b0,1'b0,1'b0,a[7],a[6]};     
    wire [7:0] w8 = {1'b0,1'b0,1'b0,1'b0,1'b0,1'b0,1'b0,a[7]};     
    wire [7:0] z00x,z01x,z10x,z11x;
    wire [7:0] z0xx,z1xx;
    wire [7:0] zxxx;  
    mux #(8) m00x(z00x, w1,w2,b[0]), m01x(z01x,w3,w4,b[0]), m10x(z10x,w5,w6,b[0]), m11x(z11x,w7,w8,b[0]);
    mux #(8) m0xx(z0xx, z00x, z01x,b[1]), m1xx(z1xx, z10x, z11x,b[1]);
    mux #(8) mxxx(zxxx, z0xx, z1xx,b[2]);
    assign z = zxxx;
endmodule
module arithmeticShift(z,a,b);
    output [7:0]z;
    input  [7:0]a;
    input  [2:0]b;
    wire [7:0] w1 = {a[7],a[6],a[5],a[4],a[3],a[2],a[1],a[0]};     
    wire [7:0] w2 = {a[7],a[7],a[6],a[5],a[4],a[3],a[2],a[1]};     
    wire [7:0] w3 = {a[7],a[7],a[7],a[6],a[5],a[4],a[3],a[2]};     
    wire [7:0] w4 = {a[7],a[7],a[7],a[7],a[6],a[5],a[4],a[3]};     
    wire [7:0] w5 = {a[7],a[7],a[7],a[7],a[7],a[6],a[5],a[4]};     
    wire [7:0] w6 = {a[7],a[7],a[7],a[7],a[7],a[7],a[6],a[5]};     
    wire [7:0] w7 = {a[7],a[7],a[7],a[7],a[7],a[7],a[7],a[6]};     
    wire [7:0] w8 = {a[7],a[7],a[7],a[7],a[7],a[7],a[7],a[7]};     
    wire [7:0] z00x,z01x,z10x,z11x;
    wire [7:0] z0xx,z1xx;
    wire [7:0] zxxx;  
    mux #(8) m00x(z00x, w1,w2,b[0]), m01x(z01x,w3,w4,b[0]), m10x(z10x,w5,w6,b[0]), m11x(z11x,w7,w8,b[0]);
    mux #(8) m0xx(z0xx, z00x, z01x,b[1]), m1xx(z1xx, z10x, z11x,b[1]);
    mux #(8) mxxx(zxxx, z0xx, z1xx,b[2]);
    assign z = zxxx;
endmodule

===== run.sh =====
#!/bin/bash
# OpenROAD 26Q1-2900-gdf79404cd8, Yosys 0.63+post, stock flow scripts
make -C /OpenROAD-flow-scripts/flow DESIGN_CONFIG=/design/flow/config.mk WORK_HOME=/design/flow/orfs finish

==> Implementation_results.wiki <==
=== Physical design figures ===
{| class="wikitable"
! Metric !! Value
|-
| Number of placement rows || 21
|-
| Number of antenna violations at the first check in global routing || 0
|-
| Most frequent standard cell in the layout excluding fill and tap cells || clkbuf_2
|-
| Global route total overflow || 0
|-
| Core area || between 3000 and 4000 sq um
|-
| Pin count of the biggest net entering global routing || 9
|-
| Share of the core filled with cells in the final layout || 0.183
|-
| # hold bufs at CTS || 0
|-
| Data arrival, critical path || 1.29 ns
|-
| Wire length of the first global-routing pass || between 1500 and 2000 um
|-
| Synth Instances || 30
|-
| Origin of the worst setup path || b[0]
|-
| Maximum fanout count along the critical path || 8
|-
| DRC violations left || 0
|-
| Yosys warns || 0
|-
| RSZ-0062 raised after global routing || true
|-
| Top routing layer used || met3
|-
| Number of distinct library cells after synthesis || 19
|-
| Time the worst path needs with I/O delays and setup || between 1.5 and 2 ns
|-
| Critical path endpoint category || output port
|-
| Overall fraction of global-route tracks in use || 0.0345
|-
| Commonest non-fill, non-tap cells in the layout || 8 x clkbuf_2, 7 x buf_2, 7 x buf_4
|-
| Post-layout worst setup margin || -0.0902 ns
|-
| Met3 WL post-DR || around 130 um
|-
| Max-cap check violation count || 0
|-
| Largest voltage drop on the vdd net || about 0.05 mV
|-
| Layout cells sized above 1 || 0.828
|-
| Number of vias in the routed layout || 346
|-
| Worst Max-Slew Pin Slew || 0.243 ns
|-
| Violation count after the first detailed-route iteration || 6
|-
| Crit path DRT || between 1 and 1.5 ns
|-
| Number of global-route vias before repair || about 330
|-
| Number of flip-flops and latches || 0
|-
| Share of the synthesized area in the top cell type || 0.124
|-
| Die Area || 6400 sq um
|-
| Worst min-delay path class || in2out
|-
| Cell count listed in synth_stat.txt || 30
|-
| Violated checks || negative setup slack
|-
| Headroom to the max-slew limit || 0.833
|-
| Setup Crit Path Kind || in2out
|-
| Die width || around 80 um
|-
| Port buffer count || 19
|-
| Clock tree buffer count of the final layout || 0
|-
| OpenROAD warnings || 34
|-
| Static Leak || 0.282 nW
|-
| Area growth syn-to-layout || 157%
|-
| Die span in y || 80 um
|-
| Met1 WL || around 580 um
|-
| Register Area || 0 sq um
|-
| Total detailed-routing wirelength || between 1000 and 1500 um
|-
| CP Launch Type || input pin
|-
| F_max || around 630 MHz
|-
| Hold Vio Cnt, Final || 0
|-
| Routed length on met2 || about 450 um
|-
| Beginning of the worst hold path || a[7]
|-
| Placed wire-length estimate after detailed placement || about 900 um
|-
| Setup TNS Final || -0.147 ns
|-
| Core utilization before placement || 0.0711
|-
| Yosys chip area || ~240 sq um
|-
| Detailed Routing Iterations Pass 1 || 3
|-
| Largest area contributor in the synthesized netlist || mux2_4
|-
| Number of setup violations in the final report || 3
|-
| Hold slack final || between 1 and 1.5 ns
|-
| Count of final max-slew check failures || 0
|-
| Post-synthesis sequential area ratio || 0
|-
| Residual antenna-violating net count after detailed routing || 0
|-
| Cell types occupying the most area after synthesis || mux2_4 12%, mux2_2 9.3%, mux4_2 9.3%
|-
| Number of primary I/O pins || 19
|-
| Post-detailed-route via-to-cell ratio || ~3.3
|-
| Share of the clock period used by the worst path after layout || 1.06
|-
| Mean instance size in the synthesized netlist || 8.09 sq um
|-
| Outcome || finished, violations left
|-
| Antenna cells || 0
|-
| Post-Synthesis Cell Area || 243 sq um
|-
| Power density over the cells || ~290 nW/um^2
|-
| Average wire per cell in the routed design || 11.2 um
|-
| Last weighted congestion value of the routability-driven placer || between 0.7 and 0.8
|-
| Pre-CTS WS || -0.906 ns
|}
-- where the power goes --
part | total, mW | internal, mW | leakage (nW) | switching, mW
combinational | 0.179 | 0.110 | 0.282 | 0.0692
sequential | 0 | 0 | 0 | 0
clock | 0 | 0 | 0 | 0
-- routing by layer --
metal / track usage / vias up
met5: 0 / -
met4: 0 / 0
met3: 0.0136 / 0
met2: 0.0449 / 14
met1: 0.0537 / 160
li1: - / 172
-- repair_timing --
item / 4_1_cts / 5_1_grt
pin swaps: 5 / 3
setup buffers: 3 / 1
resized: 63 / 25
setup endpoints to repair: 8 / 8
-- worst max-delay path: stages --
cell and delay (ns):
buf_12 0.12, mux2_4 0.30, mux4_2 0.45, buf_2 0.12
-- stage by stage --
step | cell area (sq um) | cells | power, mW
6_report | 624 | 104 | 0.179
5_1_grt | 624 | 104 | 0.193
4_1_cts | 623 | 104 | 0.171
3_5_place_dp | 538 | 101 | 0.149
3_3_place_gp | 538 | 101 | 0.149
2_1_floorplan | 243 | 30 | 0.0557
-- final timing paths --
| kind | end | slack [ns] | cells after the start |
|---|---|---|---|
| worst max-delay path | z[1] | -0.09 | 4 |
| worst min-delay path | z[3] | 1.02 | 4 |
-- final cells by class --
| class | count | area, sq um |
|---|---|---|
| multi-input cells | 27 | 332 |
| fillers | 383 | 2790 |
| repair buffers | 31 | 235 |
| well taps | 46 | 57.6 |
-- kinds of logic after synthesis --
kind of cell / Yosys count / share of synthesized area
AOI/OAI and AO/OA: 7 / 0.206
buffers and inverters: 3 / 0.0824
muxes: 8 / 0.438
and+or+nand+nor: 12 / 0.273
-- Yosys cell counts (all sizes together) --
cell	count
mux2	5
nor2	3
nor3	3
a211oi	2
a22oi	2
buf	2
mux2i	2
nand2b	2
o21ai	2
a2bb2o	1
and2b	1
and3	1
clkbuf	1
mux4	1
nor2b	1
nor3b	1
No activity file was given, so power comes from the tool's default toggle rates.
